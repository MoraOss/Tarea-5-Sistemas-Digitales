<file path="./config.mk">
export PLATFORM = sky130hd
export DESIGN_NAME = Clock32Hz
export DESIGN_NICKNAME = Clock32Hz
export VERILOG_FILES = /design/flow/design.v
export SDC_FILE = /design/flow/constraint.sdc
export NUM_CORES = 4
export LEC_CHECK = 1
export CORE_AREA = 10 10 98 98
export DIE_AREA = 0 0 108 108
</file>
<file path="./constraint.sdc">
current_design Clock32Hz

set clk_period 4.9
set clk_io_pct 0.2

create_clock -name clk0 -period $clk_period [get_ports {clk_main}]

set non_clock_inputs [all_inputs -no_clocks]
set_input_delay [expr $clk_period * $clk_io_pct] -clock clk0 $non_clock_inputs
set_output_delay [expr $clk_period * $clk_io_pct] -clock clk0 [all_outputs]
</file>
<file path="./design.v">
`timescale 1ns / 1ps
module clk_95_3Hz(
    input logic clk_main,   
    output logic clk_sub    
    );
    logic [19:0] counter;
    always_ff @(posedge clk_main)
        counter <= counter + 1;
    always_comb
        clk_sub = counter[19];
endmodule
module Clock16Hz(input logic clk_main,reset,
                 output logic clk_sub);
    logic clk_aux;       
    logic [5:0]counter;  
    clk_95_3Hz clk16(clk_main,clk_aux);             
    always_ff @(posedge clk_aux)
        if ((counter == 3'b101)| reset)  
            counter <= 0;
        else
            counter <= counter + 1;
    always_comb
        clk_sub = counter[2];
endmodule
module Clock32Hz(input logic clk_main,reset,
                 output logic clk_sub);
    logic clk_aux;       
    logic [2:0]counter;  
    clk_95_3Hz clk16(clk_main,clk_aux);             
    always_ff @(posedge clk_aux)
        if ((counter == 3'b010)| reset)  
            counter <= 0;
        else
            counter <= counter + 1;
    always_comb
        clk_sub = counter[1];
endmodule
module Clock8Hz(input logic clk_main,reset,
                 output logic clk_sub);
    logic clk_aux;       
    logic [1:0]counter;  
    Clock16Hz clk8(clk_main, reset, clk_aux);   
    always_ff @(posedge clk_aux)
        if ((counter == 2'b01)| reset)  
            counter <= 0;
        else
            counter <= counter + 1;
    always_comb
        clk_sub = counter[0];
endmodule
module Clock2Hz(input logic clk_main,reset,
                 output logic clk_sub);
    logic clk_aux;       
    logic [1:0]counter;  
    Clock4Hz clk2(clk_main,reset, clk_aux);       
    always_ff @(posedge clk_aux)
        if ((counter == 2'b01)| reset)  
            counter <= 0;
        else
            counter <= counter + 1;
    always_comb
        clk_sub = counter[0];
endmodule
</file>
<file path="./run.sh">
#!/bin/bash
# OpenROAD 26Q1-2900-gdf79404cd8, Yosys 0.63+post, stock flow scripts
make -C /OpenROAD-flow-scripts/flow DESIGN_CONFIG=/design/flow/config.mk WORK_HOME=/design/flow/orfs finish
</file>
==> Slide: Implementation Results <==
Flow Results at a Glance

Status
  – Status: finished, final reports clean

Finish
  – Non-Filler Instances: 191
  – Post-layout util: 14.3%
  – Layout cells sized above 1: 8.99%
  – Area of the multi-input gates: 417 sq um
  – Fill count: 845
  – Register area: 460 sq um
  – Area growth from synthesis to layout: 22.7%

Floorplan
  – Vertical die size: 108 um
  – Core area: 7650 sq um
  – Die width: 108 um
  – FP Util: 11.7%
  – Cell Rows: 32
  – I/O pin total: 3
  – Chip area: 11700 sq um

Clock tree
  – Clock transition at the registers of the reported paths: 0.07 ns
  – Post-CTS Setup Bufs: 0
  – CTS tree: built
  – Maximum buffer depth of the clock tree: 2
  – Cts repair resizes: 0
  – Cts-stage hold buffer count: 0
  – # H-tree levels: 1
  – Clk ins delay skew pair: 0.25 ns
  – Cts bufs inserted: 3
  – CTS Root Buffer Type: clkbuf_8

Hold path
  – Hold Path Origin: clk16.counter[0]$_DFF_P_
  – Hold path cells: 1
  – Worst Hold End: clk16.counter[0]$_DFF_P_
  – Worst Hold Class: flip-flop to flip-flop

Timing
  – Slew headroom: 77.3%
  – Crit share post-route: 31.1%
  – Setup violators final: 0
  – Clock skew: 0.00438 ns
  – Max-slew violation count: 0
  – Setup tns final: 0 ns
  – Unrepaired setup endpoints after global routing: no
  – Max Clk Rate: 656 MHz
  – Hold Violations, Final: 0
  – Worst-margin pin slew: 0.338 ns
  – Fin crit period: 1.52 ns
  – Endpoints left unconstrained: 4
  – Register pins left without a clock: 3
  – Post-route setup slack: 3.38 ns

Routing
  – Vias per inst: 2.80
  – Routed vias: 534
  – Drt wl/cell: 5.94 um
  – DRT Wirelength: 1140 um
  – Initial DRC count: 9
  – DRC violations left: 0
  – Inserted Diodes: 0
  – DR pass1 iterations: 3
  – Detail Route Antenna Nets: 0

Worst setup path
  – R2r endpoint: clk16.counter[14]$_DFF_P_
  – Worst Path Required: 5.05 ns
  – Critical path fanouts, max: 5
  – Critical path endpoint category: flip-flop
  – R2R cell count: 5
  – WS Path Type: flip-flop to flip-flop
  – Crit path DAT: 1.67 ns
  – CP startpoint kind: flip-flop
  – Internal reg-to-reg setup slack: 3.38 ns
  – Reg-to-Reg Start: clk16.counter[0]$_DFF_P_

Synthesis
  – Netlist cell types: 17
  – Mux area share: 1.12%
  – Seq/Total Area, Yosys: 51.6%
  – Synth logic family: simple AND/OR/NAND/NOR gates
  – Post-Synthesis Cells: 83
  – Mapped Avg Cell Area: 10.7 sq um
  – Synth Cell Area: 892 sq um
  – Adder Area Share: 4.21%
  – AND/OR/NAND/NOR Cells, Area Fraction: 22.9%
  – Ys cells: 83
  – XOR/XNOR Area Share: 17.7%
  – Yosys chip area: 892 sq um
  – Yosys warnings: 2
  – AO/OA Area Share: 0.842%
  – Synthesized registers: 23

Placement
  – Placed cells: 187
  – Worst slack, placed: 3.37 ns
  – Dpl hpwl: 858 um
  – Gpl congestion: 0.753
  – Port bufs: 2

Global routing
  – GR Overflow Total: 0
  – Tot GR Track Use: 2.08%
  – Initial antenna violation count: 0
  – Largest net degree at the start of global routing: 12
  – First-pass GRT wire length: 2070 um
  – Vias in the first global route: 507

Job
  – Tool warning count: 26
  – Max Cap Viol: 0

Power
  – PD cells: 261 nW/um^2
  – Leak: 0.384 nW
  – Peak VDD IR: 207 uV
[worst max-delay path by stage]
stage	from	end	slack [ns]	cells after the start
CTS	clk16.counter[0]$_DFF_P_	clk16.counter[14]$_DFF_P_	3.36	5
global route	clk16.counter[0]$_DFF_P_	clk16.counter[14]$_DFF_P_	3.27	5
finish	clk16.counter[0]$_DFF_P_	clk16.counter[14]$_DFF_P_	3.38	5
[worst max-delay path: stages (launching register included)]
cell and delay [ns]:
dfxtp_1 0.41, ha_1 0.27, inv_1 0.09, nor4_4 0.38, nand3_1 0.14, xnor2_1 0.13
[kinds of logic (layout without fill, tap and decap cells)]
logic type,count (synthesis),in the layout
compound gates,1,1
xor+xnor,18,18
fa+ha+maj,3,3
buf+inv,4,10
flops,23,23
mux,1,1
simple gates,33,33
[metrics by stage]
stage | hold WS, ns | cell area, sq um | total power [mW]
after floorplan | 0.394 | 892 | 0.167
after detailed placement | 0.425 | 1040 | 0.168
after global placement | 0.417 | 1040 | 0.168
final | 0.441 | 1090 | 0.286
after global routing | 0.453 | 1090 | 0.298
after CTS | 0.442 | 1090 | 0.291
[final cells by class]
class,instances,share of cell area (%)
Multi-Input combinational cell,56,38.1
Sequential cell,23,42.1
Timing Repair Buffer,2,1.83
Inverter,4,1.37
Clock buffer,4,5.03
Tap cell,102,11.7
[routing by layer]
metal | part of all wire, % | track usage, % | vias to the layer above
met5 | 0 | 0 | -
met4 | 0 | 0.191 | 0
met3 | 7.3 | 1.02 | 0
met2 | 39 | 2.93 | 6
met1 | 54 | 2.93 | 238
li1 | - | - | 290
[power breakdown]
part	internal (mW)	total, mW	leakage [nW]	switching, mW
Clock	0.0714	0.122	0.0288	0.0505
Sequential	0.162	0.162	0.186	0
Combinational	0.000989	0.00147	0.169	0.000483
[sequential cells by signal, indices dropped and copies added (netlist names)]
name / cells
clk16.counter: 20
counter: 3
[Yosys cell counts]
| library cell | count | area share (%) |
|---|---|---|
| and3_1 | 2 | 1.4 |
| nor4_4 | 1 | 2.4 |
| xor2_1 | 6 | 5.9 |
| and4_1 | 1 | 0.98 |
| nand4_1 | 3 | 2.1 |
| dfxtp_1 | 23 | 52 |
| inv_1 | 4 | 1.7 |
| nor4_2 | 2 | 2.8 |
| nand4_4 | 1 | 2.4 |
| xnor2_1 | 12 | 12 |
| mux2i_1 | 1 | 1.1 |
| nor2_1 | 7 | 2.9 |
| nand3_1 | 7 | 3.9 |
| nand2_1 | 8 | 3.4 |
| ha_1 | 3 | 4.2 |
| a21o_1 | 1 | 0.84 |
| nor3_1 | 1 | 0.56 |
[placed cells by master (no fill, tap or decap), types with 3 or more instances in the layout]
master / count
clkbuf_8: 4
dfxtp_1: 23
ha_1: 3
inv_1: 4
nand2_1: 8
nand3_1: 7
nand4_1: 3
nor2_1: 7
xnor2_1: 12
xor2_1: 6
No activity file was given, so power comes from the tool's default toggle rates.
